`design/flow/config.mk`:
```
export PLATFORM = sky130hd
export DESIGN_NAME = adder_32bit
export DESIGN_NICKNAME = adder_32bit
export VERILOG_FILES = /design/flow/design.v
export SDC_FILE = /design/flow/constraint.sdc
export NUM_CORES = 4
export LEC_CHECK = 1
export CORE_AREA = 10 10 104 104
export DIE_AREA = 0 0 114 114
```
`design/flow/constraint.sdc`:
```
current_design adder_32bit

set clk_period 41.6
set clk_io_pct 0.2

create_clock -name clk0 -period $clk_period

set non_clock_inputs [all_inputs -no_clocks]
set_input_delay [expr $clk_period * $clk_io_pct] -clock clk0 $non_clock_inputs
set_output_delay [expr $clk_period * $clk_io_pct] -clock clk0 [all_outputs]
```
`design/flow/design.v`:
```
package type_pkg;
typedef logic [31:0] word;
typedef logic [63:0] DoubleWord;
typedef word RegBus;
typedef logic [4:0]  RegAddrBus;
typedef logic [63:0] DoubleRegBus;
typedef logic [6:0] OpcodeWide;
typedef word InstBus;
typedef word InstAddrBus;
typedef logic [31:0] MemBus;
typedef logic [31:0] MemAddrBus;
typedef logic [1:0]  MemIndex;
typedef logic [7:0] RAMBus;
typedef logic [7:0] RAMAddrBus;
typedef logic [7:0] ExCode;
typedef logic [7:0] aluop;
endpackage
module adder_16bit(
input  logic [15:0]  A           ,
input  logic [15:0]  B           ,
input  logic         Cin         ,
output logic [15:0]  S           ,
output logic         Cout
);
logic C1,C2,C3;
adder_4bit u_4bit_1(
.A    (A[3:0]),
.B    (B[3:0]),
.Cin  (Cin),
.S    (S[3:0]),
.Cout (C1) 
);
adder_4bit u_4bit_2(
.A    (A[7:4]),
.B    (B[7:4]),
.Cin  (C1),
.S    (S[7:4]),
.Cout (C2) 
);
adder_4bit u_4bit_3(
.A    (A[11:8]),
.B    (B[11:8]),
.Cin  (C2),
.S    (S[11:8]),
.Cout (C3) 
);
adder_4bit u_4bit_4(
.A    (A[15:12]),
.B    (B[15:12]),
.Cin  (C3),
.S    (S[15:12]),
.Cout (Cout) 
);
endmodule
module adder_32bit(
input   logic [31:0]  A           ,
input   logic [31:0]  B           ,
input   logic         Cin         ,
output  logic [31:0]  S           ,
output  logic         Cout
);
logic C;
adder_16bit u_16bit_1(
.A    (A[15:0]),
.B    (B[15:0]),
.Cin  (Cin),
.S    (S[15:0]),
.Cout (C) 
);
adder_16bit u_16bit_2(
.A    (A[31:16]),
.B    (B[31:16]),
.Cin  (C),
.S    (S[31:16]),
.Cout (Cout) 
);
endmodule
module adder_4bit(
input  logic [3:0]       A           ,
input  logic [3:0]       B           ,
input  logic             Cin         ,
output logic [3:0]       S           ,
output logic             Cout
);
logic c1,c2,c3;
assign c1 = (A[0]&B[0]) |((A[0]+B[0])&Cin) ;
assign c2 = (A[1]&B[1]) |((A[1]+B[1])&c1 ) ;
assign c3 = (A[2]&B[2]) |((A[2]+B[2])&c2 ) ;
assign Cout = (A[3]&B[3])|((A[3]+B[3])&c3 ) ;
assign S = {A[3]^B[3]^c3,A[2]^B[2]^c2,A[1]^B[1]^c1,A[0]^B[0]^Cin}; 
endmodule
```
`design/flow/run.sh`:
```
#!/bin/bash
# OpenROAD 26Q1-2900-gdf79404cd8, Yosys 0.63+post, stock flow scripts
make -C /OpenROAD-flow-scripts/flow DESIGN_CONFIG=/design/flow/config.mk WORK_HOME=/design/flow/orfs finish
```
==> impl_metrics.py <==
# Synthesis and PnR figures
metrics = {
    "grt": {
        "top_usage_layer": "met2",
        "grt_use_total": 0.0503,
        "met2_usage": 0.0699,
        "use_met1": 0.0579,
        "grt-ovfl-total": 0,
        "antenna_found_initial": 0,
        "use_met3": 0.0494,
        "grt_pass1_wl_mm": 5.20,
        "grt_max_degree": 2,
        "grt_pass1_vias": 936,
    },
    "layout": {
        "area_growth_pct": 165,
        "flop_area_um2": 0,
        "final_cell_mix": "98 x clkdlybuf4s50_1, 32 x fa_1, 10 x inv_1",
        "drive_above_1_share": 0,
        "seq_cells": 0,
        "final_cell_area_um2": 1790,
        "clockBufferCount": 0,
        "layout.cells.most_common": "clkdlybuf4s50_1",
    },
    "clock_network": {
        "post_cts_buffers": 0,
        "post_cts_resize_count": 0,
        "cts_hold_buffers": 0,
    },
    "die": {
        "core-area_um2": 8680,
        "rows": 34,
        "die_area_um2": 13000,
        "die_h_um": 114,
        "ios": 98,
        "die_x_um": 114,
        "initCoreUtil": 0.0781,
    },
    "placed_design": {
        "dp_slack_ns": 11.37,
        "place_area_um2": 1790,
        "gp_congestion": 0.764,
        "dp_hpwl_mm": 3.37,
        "port_buffers": 98,
    },
    "timing": {
        "timing_hold_violations_final": 0,
        "final.period_utilization": 0.725,
        "layout_min_cycle_time_ns": 30.14,
        "setup_viol": 0,
        "fmax_ghz": 0.0332,
        "layout_setup_ws_ns": 11.46,
        "setup-tns-final_ns": 0,
        "slew_headroom": 0.910,
        "worst_pin_slew_ns": 0.134,
        "rsz0062_at_grt": "false",
        "final_max_slew_viol_count": 0,
    },
    "routing": {
        "drc_errors": 0,
        "routedWlPerCell_um": 13.7,
        "via_per_inst": 3.00,
        "ant_nets": 0,
        "route.vias.total": 745,
        "antenna_cells": 0,
        "drtIter0Drc": 13,
        "drt_pass1_iterations": 2,
        "wirelength_mm": 3.40,
    },
    "synth": {
        "ys_top_cells_by_area": "fa_1 94%, inv_1 5.5%",
        "syn_area_per_cell_um2": 16.1,
        "ys_cells": 42,
        "top_cell_area_share": 0.945,
        "syn-instance-count": 42,
        "synth_warnings": 0,
        "ys_seq_frac": 0,
        "yosys_area_um2": 678,
        "synth.largest_area_cell": "fa_1",
        "netlist_area_um2": 678,
        "yosysUniqueCellTypes": 2,
    },
    "critical_path": {
        "path_buffers": 6,
        "path_class": "in2out",
        "slowest_delay_ns": 0.47,
        "cp_slowest_cell": "clkdlybuf4s50_1",
        "crit_arrival_ns": 21.82,
        "path_max_fanout": 1,
        "cp-start-kind": "input pin",
        "cpLargestDelayFamily": "adder cells",
        "path_common_cell": "fa_1",
        "worst_setup_path_end_kind": "primary output",
        "crit_required_ns": 33.28,
    },
    "power_and_ir_drop": {
        "p_sw_frac": 0.264,
        "p_int_mw": 0.0191,
        "p_per_area_nw_per_um2": 14.4,
        "seqPwrFrac": 0,
        "p_leak_nw": 0.670,
        "ir_drop_mv": 0.00624,
        "power.switching_mw": 0.00684,
        "power_frac_comb": 1.000,
        "clockPowerShare": 0,
    },
    "outcome": {
        "status": "finished clean",
    },
    "flow_run": {
        "max_cap_violations": 0,
        "warnings": 32,
    },
    "min_path": {
        "hold_path_class": "in2out",
    },
}
synth_stat cells (all sizes together):
library cell	instances
fa	32
inv	10
cell type report:
cell class | count | area (um2)
repair buffers | 98 | 981
multi-input cells | 32 | 641
well taps | 108 | 135
inverters | 10 | 37.5
fillers | 959 | 6880
final timing paths:
path	slack, ns	start	end	depth (start not counted)
worst min-delay path	17.69	Cin	S[0]	5
worst max-delay path	11.46	A[0]	S[31]	38
power by group through the flow:
stage / registers [mW] / logic, mW / clock network (mW)
final: 0 / 0.0259 / 0
after global routing: 0 / 0.0297 / 0
after CTS: 0 / 0.0269 / 0
through the flow:
stage                     std cells   util  total power [mW]  hold slack (ns)
after floorplan                  42      -           0.00280            16.75
after global placement          248  0.207            0.0266            17.70
after detailed placement        248  0.207            0.0267            17.70
after CTS                       248  0.207            0.0269            17.70
after global routing            248  0.207            0.0297            17.73
final                           248  0.207            0.0259            17.69
layer usage:
metal	up-vias	wire length, um
met1	334	1260
li1	312	-
met2	99	1150
met3	0	992
met5	-	0
met4	0	0
kinds of logic after synthesis:
logic type | synth area share
adder cells (fa/ha/maj) | 0.945
buffers and inverters | 0.0554
Power is estimated from default activity; no workload was simulated.
